==> design/flow/design.v <==
`timescale 1ns/1ps
module score_fifo #(
  parameter WIDTH  = 8,        
  parameter DEPTH  = 4,        
  parameter ADDR_W = 2         
)(
  input  wire             clk,
  input  wire             rst,        
  input  wire             write_en,   
  input  wire             read_en,    
  input  wire [WIDTH-1:0] data_in,
  output reg  [WIDTH-1:0] data_out,
  output wire             full,
  output wire             empty
);
  reg [ADDR_W-1:0] wr_ptr, rd_ptr;
  reg [ADDR_W:0]   count;
  reg [WIDTH-1:0]  mem [0:DEPTH-1];
  always @(posedge clk) begin
    if (rst) begin
      wr_ptr   <= {ADDR_W{1'b0}};
      rd_ptr   <= {ADDR_W{1'b0}};
      count    <= 0;
      data_out <= {WIDTH{1'b0}};
    end else begin
      if (write_en && !full) begin
        mem[wr_ptr] <= data_in;
        wr_ptr      <= wr_ptr + 1;
      end
      if (read_en && !empty) begin
        data_out <= mem[rd_ptr];
        rd_ptr   <= rd_ptr + 1;
      end
      case ({write_en && !full, read_en && !empty})
        2'b10: count <= count + 1;
        2'b01: count <= count - 1;
        default:   count <= count;
      endcase
    end
  end
  assign full  = (count == DEPTH);
  assign empty = (count == 0);
endmodule
==> design/flow/run.sh <==
#!/bin/bash
# OpenROAD 26Q1-2900-gdf79404cd8, Yosys 0.63+post, stock flow scripts
make -C /OpenROAD-flow-scripts/flow DESIGN_CONFIG=/design/flow/config.mk WORK_HOME=/design/flow/orfs finish
==> design/flow/config.mk <==
export PLATFORM = sky130hd
export DESIGN_NAME = score_fifo
export DESIGN_NICKNAME = score_fifo
export VERILOG_FILES = /design/flow/design.v
export SDC_FILE = /design/flow/constraint.sdc
export NUM_CORES = 4
export LEC_CHECK = 1
export CORE_UTILIZATION = 40
==> design/flow/constraint.sdc <==
current_design score_fifo

set clk_period 3.1
set clk_io_pct 0.2

create_clock -name clk0 -period $clk_period [get_ports {clk}]

set non_clock_inputs [all_inputs -no_clocks]
set_input_delay [expr $clk_period * $clk_io_pct] -clock clk0 $non_clock_inputs
set_output_delay [expr $clk_period * $clk_io_pct] -clock clk0 [all_outputs]
==> flow_metrics.env <==
# implementation run metrics
export IMPL_pin_count=22
export IMPL_maxCapViolCount=0
export IMPL_crit_type="input pin to register"
export IMPL_grt_pass1_wl_microns=5037
export IMPL_ys_cells=128
export IMPL_synth_cell_types=29
export IMPL_relSlewSlack_pct=45.45
export IMPL_crit_path_max_incr_delay_ps=470
export IMPL_cts_setup_buffers=0
export IMPL_placed_area_sq_mm=0.002136
export IMPL_ctsResizeCount=0
export IMPL_crit_path_end_kind="register"
export IMPL_outcome="complete, no violations"
export IMPL_synth_edff_count=32
export IMPL_clk_latency_ps=290
export IMPL_dp_hpwl_microns=1982
export IMPL_crit_arrival_ps=2640
export IMPL_crit_fanout=11
export IMPL_fin_crit_sh_pct=77.74
export IMPL_cts_hold_buf=0
export IMPL_worstPathCellList="clkdlybuf4s50_1 -> o31ai_2 -> inv_4 -> ha_1 -> inv_1 -> fa_1 -> xor2_1 -> or3_1 -> a21oi_1"
export IMPL_synth_area_sq_mm=0.001886
export IMPL_die_h_microns=70.66
export IMPL_clk_pin_slew_ps=80
export IMPL_route_top_layer_used="met3"
export IMPL_die_w_microns=70.66
export IMPL_start_kind="input pin"
export IMPL_grtUsageTotal_pct=14.09
export IMPL_rsz0062_at_grt="false"
export IMPL_ir_drop_uv=364.4
export IMPL_setup_tns_ps=0
export IMPL_place_gp_congestion=0.7803
export IMPL_avgSynthCellArea_sq_um=14.73
export IMPL_min_period_ps=2410
export IMPL_synth_top_cell_by_count="edfxtp_1"
export IMPL_yosys_area_top_type="edfxtp_1"
export IMPL_totalWireLength_microns=2911
export IMPL_p_per_area_mw_per_mm2=706.2
export IMPL_ys_chip_area_sq_mm=0.001886
export IMPL_ys_seq_share_pct=66.89
export IMPL_worst_slack_ps=690.0
export IMPL_fin_skew_ps=4.989
export IMPL_setup_violations=0
export IMPL_fin_util_pct=49.89
export IMPL_fp_row_count=24
export IMPL_hold_violations=0
export IMPL_fp_util_pct=42.43
export IMPL_cts_sinks=47
export IMPL_cp_required_ps=3330
export IMPL_drtIter0Drc=31
export IMPL_io_buffers=21
export IMPL_netlist_instances=128
export IMPL_ys_warn_count=1
export IMPL_top_cell_area_share_pct=50.96
export IMPL_post_place_ws_ps=367.7
export IMPL_drive_gt1_share_pct=15.69
export IMPL_p_leak_nw=0.7335
export IMPL_hp_class="register to register"
export IMPL_fin_worst_hold_slack_ps=455.9
export IMPL_wl_met1_microns=1363
export IMPL_drt_pass1_iterations=20
export IMPL_yosys_top_cells_area="edfxtp_1, dfxtp_1, mux4_2, nand2_1, ha_1"
export IMPL_synthArstFlopShare_pct=0
export IMPL_grt_remaining_overflow=0
export IMPL_wl_per_cell_microns=14.20
export IMPL_syn2layout_area_growth_pct=17.58
export IMPL_antenna_found_initial=0
export IMPL_design_area_sq_mm=0.002217
export IMPL_slew_violations=0
export IMPL_htree_levels=2
export IMPL_warnings=28
export IMPL_drc_errors=0
export IMPL_routed_via_density=5.083
export IMPL_ys_flops=47
export IMPL_cts_root_buf="clkbuf_8"
export IMPL_first_global_vias=1082
export IMPL_clock_path_buffers=2
export IMPL_die_area_sq_mm=0.004992
export IMPL_fmax_mhz=414.9
export IMPL_crit_slowest_cell="clkdlybuf4s50_1"
export IMPL_ant_nets=0
export IMPL_synthTopCellsByCount="edfxtp_1, nand2_1, dfxtp_1, a21oi_1, mux4_2"
export IMPL_grt_max_degree=16
export IMPL_cts_buffers=5
export IMPL_synth_main_ff_cell="edfxtp_1"
export IMPL_wl_met3_microns=216
export IMPL_worstMarginPinSlew_ps=813.3
export IMPL_dr_wl_met2_microns=1332
export IMPL_cts_tree="built"
export IMPL_core_area_sq_mm=0.004444
export IMPL_vias=1042
export IMPL_insertedDiodeCount=0
==> critical path: cells and delay by family <==
kind            cells  cell delay [ps]
compound gates      2              310
xor+xnor            1              160
fa+ha+maj           2              560
buf+inv             3              690
simple gates        1              300
==> report_power, final <==
part / leakage [nW] / switching [mW] / internal [mW]
Combinational: 0.278 / 0.165 / 0.231
Clock: 0.0422 / 0.188 / 0.158
Sequential: 0.413 / 0.0803 / 0.743
==> cell type report <==
| cell class | instances | area, sq um |
|---|---|---|
| Inverter | 9 | 41.29 |
| Tap cell | 52 | 65.06 |
| Sequential cell | 47 | 1261 |
| Clock buffer | 7 | 76.32 |
| Multi-Input combinational cell | 67 | 550.5 |
| Timing Repair Buffer | 22 | 217.7 |
| Fill cell | 378 | 2227 |
| Clock inverter | 1 | 5.005 |
==> state kept, by name (all words and copies together) (netlist names) <==
| register | count |
|---|---|
| data_out | 8 |
| rd_ptr | 2 |
| mem | 32 |
| count | 3 |
| wr_ptr | 2 |
==> cells by family after synthesis <==
logic type / synth area share (%)
adder cells (fa/ha/maj): 4.380
AND-OR/OR-AND: 5.773
multiplexers: 9.555
XOR/XNOR: 1.394
AND/OR/NAND/NOR: 8.095
buffers and inverters: 3.915
flip-flops: 66.89
==> stage by stage <==
stage / cells / power, mW
3_5_place_dp: 197 / 1.243
6_report: 205 / 1.566
3_3_place_gp: 197 / 1.240
4_1_cts: 205 / 1.590
2_1_floorplan: 128 / 1.104
5_1_grt: 205 / 1.681
==> cell usage in the layout (no fill, tap or decap), types with 4 or more instances in the layout <==
master           instances
mux4_2                   8
edfxtp_1                32
inv_1                    6
and2_1                   4
a21oi_1                 11
clkdlybuf4s50_1         21
dfxtp_1                 15
nor2_1                   4
clkbuf_8                 5
ha_1                     5
nand2_1                 17
==> routing by layer <==
metal	global-route usage, %	up-vias
met2	19.31	32
met5	0	-
met4	1.556	0
li1	-	506
met3	6.936	0
met1	23.35	504
==> path summary, 6_finish.rpt <==
kind	from	end	slack, ps	cells after the start
setup reg to reg	count[0]	count[2]	800	8
setup / recovery	read_en	count[2]	690	9
hold reg to reg	data_out[7]	data_out[7]	460	2
hold / removal	data_out[7]	data_out[7]	460	2
Power figures rest on the tool's default switching activity, not on a simulated workload.
